**design/flow/config.mk**
```make
export PLATFORM = sky130hd
export DESIGN_NAME = control
export DESIGN_NICKNAME = control
export VERILOG_FILES = /design/flow/design.v
export SDC_FILE = /design/flow/constraint.sdc
export NUM_CORES = 4
export LEC_CHECK = 1
export CORE_AREA = 10 10 70 70
export DIE_AREA = 0 0 80 80
```
**design/flow/constraint.sdc**
```tcl
current_design control

set clk_period 1.0
set clk_io_pct 0.2

create_clock -name clk0 -period $clk_period

set non_clock_inputs [all_inputs -no_clocks]
set_input_delay [expr $clk_period * $clk_io_pct] -clock clk0 $non_clock_inputs
set_output_delay [expr $clk_period * $clk_io_pct] -clock clk0 [all_outputs]
```
**design/flow/design.v**
```verilog
`timescale 1ns / 1ps
module control( input[2:0] opcode,  
                           input reset,  
                           output reg jump,branch,mem_write,alu_src,reg_write , reg_dst ,mem_to_reg                
   );  
 always @(opcode, reset)  
 begin  
      if(reset == 1'b1) begin  
                reg_dst = 0;  
                mem_to_reg = 0;  
                jump = 1'b0;  
                branch = 1'b0;  
                mem_write = 1'b0;  
                alu_src = 1'b0;  
                reg_write = 1'b0;  
      end  
      else begin  
      case(opcode)   
      3'b000: begin  
                reg_dst = 0;  
                mem_to_reg = 0;  
                jump = 1'b0;  
                branch = 1'b0;  
                mem_write = 1'b0;  
                alu_src = 1'b0;  
                reg_write = 1'b1;  
                end  
      3'b010: begin  
                reg_dst = 1;  
                mem_to_reg =0; 
                jump = 1'b0;  
                branch = 1'b0;  
                mem_write = 1'b0;  
                alu_src = 1'b1;  
                reg_write = 1'b1;  
                end  
      3'b011: begin  
                reg_dst = 1;  
                mem_to_reg = 0; 
                jump = 1'b0;  
                branch = 1'b0;  
                mem_write = 1'b0;  
                alu_src = 1'b1;  
                reg_write = 1'b1;  
                end  
      3'b111: begin  
                reg_dst = 1;  
                mem_to_reg = 0; 
                jump = 1'b1;  
                branch = 1'b0;  
                mem_write = 1'b0;  
                alu_src = 1'b0;  
                reg_write = 1'b0;  
                end  
      3'b110: begin  
                reg_dst =1;  
                mem_to_reg = 1; 
                jump = 1'b0;  
                branch = 1'b0;  
                mem_write = 1'b0;  
                alu_src = 1'b1;  
                reg_write = 1'b1;  
                end  
      3'b101: begin  
                reg_dst = 1;  
                mem_to_reg = 0;  
                jump = 1'b0;  
                branch = 1'b0;  
                mem_write = 1'b1;  
                alu_src = 1'b1;  
                reg_write = 1'b0;  
                end  
      3'b100: begin  
                reg_dst = 1;  
                mem_to_reg = 0; 
                jump = 1'b0;  
                branch = 1'b1;  
                mem_write = 1'b0;  
                alu_src = 1'b0;  
                reg_write = 1'b0;  
                end  
      3'b001: begin  
                reg_dst = 1;  
                mem_to_reg = 0;  
                jump = 1'b0;  
                branch = 1'b0;  
                mem_write = 1'b0;  
                alu_src = 1'b1;  
                reg_write = 1'b1;  
                end  
      endcase  
      end  
 end  
endmodule
```
**design/flow/run.sh**
```bash
#!/bin/bash
# OpenROAD 26Q1-2900-gdf79404cd8, Yosys 0.63+post, stock flow scripts
make -C /OpenROAD-flow-scripts/flow DESIGN_CONFIG=/design/flow/config.mk WORK_HOME=/design/flow/orfs finish
```
==> reports/metrics.yaml <==
sta:
  rsz0062_at_grt: "yes"
  relSlewSlack_pct: 90.1
  finalCriticalPeriod_ns: 1.07
  worst_slack_ns: -0.0660
  fmax_mhz: 938
  hold_viol: 0
  tightestPinTransition_ns: 0.148
  whs_ns: 0.685
  fin_crit_sh_pct: 107
  setup_viol: 6
  slew_viol_final: 0
floorplan:
  dieArea_um2: 6400
  fp.dieW_um: 80
  initCoreUtil_pct: 4.07
  die_height_um: 80
  rows: 21
  io_pins: 11
  core_um2: 3420
run_status:
  violations: "setup timing"
  outcome: "finished, violations left"
power_and_ir_drop:
  leakage_uw: 0.000187
  p_per_area_nw_per_um2: 291
  ir_drop_mv: 0.0456
synthesis:
  synth_area_um2: 139
  yosysWarnings: 1
  postSynthSeqShare_pct: 0
  synth_cell_types: 8
  avgSynthCellArea_um2: 7.72
  netlist_top_cells_area: "ha_1 (45%), and2_1 (14%), inv_1 (11%)"
  syn_inst: 18
  top_area_cell: "ha_1"
  top_area_share_pct: 45.0
  yosysChipArea_um2: 139
  ys_cells: 18
worst_setup_path:
  path_cells: "buf_8 > inv_6 > ha_4 > nor2b_2 > a211oi_2 > buf_2"
  slowest_delay_ns: 0.25
  path_buffers: 3
  crit_type: "input port to output port"
  worstSetupStartpointType: "input port"
  end_kind: "output port"
  path_delay_family: "buffers and inverters"
  path_max_fanout: 3
  crit_required_ns: 0.80
  cp-startpoint: "opcode[1]"
  crit_path_top_delay_cell: "ha_4"
  arrival_ns: 0.87
route:
  m1WireLength_um: 213
  avgRoutedWirePerCell_um: 7.06
  first_pass_iters: 2
  wl_met2_um: 262
  drc: 0
  drt-initial-drc-count: 2
  vias: 192
  diodes: 0
  met3WireLength_um: 104
  finalWirelength_um: 579
  detail-route-antenna-nets: 0
  highest_layer: "met3"
  vias_per_cell: 2.34
cells_and_area:
  drive_gt1_share_pct: 91.7
  regArea_um2: 0
  syn_to_final_growth_pct: 226
  flops: 0
  n_clock_buffer: 0
  design_area_um2: 453
global_route:
  antenna_found_initial: 0
  grt_pass1_wl_um: 821
  grt_use_total_pct: 1.48
  grt_pass1_vias: 164
  gr-total-overflow: 0
  grt_max_degree: 6
clock_network:
  hold_buffers: 0
hold_path:
  hp-class: "input port to output port"
  hp-start: "opcode[2]"
placement:
  port_buffers: 11
  gp_congestion: 0.721
  dp_hpwl_um: 391
  placed_area_um2: 329
job:
  drv_cap: 0
  log.warning_count: 38
## layer usage
| metal | track usage, % | vias to the layer above |
|---|---|---|
| met1 | 1.71 | 88 |
| met3 | 0.909 | 0 |
| met2 | 2.41 | 9 |
| met4 | 0 | 0 |
| li1 | - | 95 |
| met5 | 0 | - |
## power by group
group	internal [uW]	switching (uW)	leakage, uW
Sequential	0	0	0
Combinational	77.1	54.5	0.000187
Clock	0	0	0
## through the flow
step | instances | power [uW] | setup WS (ns) | util, % | TNS, ns
after global placement | 78 | 83.5 | -1.00 | 9.63 | -5.48
after detailed placement | 78 | 84.5 | -0.995 | 9.63 | -5.55
final | 82 | 132 | -0.0660 | 13.3 | -0.239
after CTS | 82 | 116 | -0.130 | 12.3 | -0.347
after global routing | 82 | 141 | -0.121 | 13.3 | -0.446
after floorplan | 18 | 23.6 | 0.107 | - | 0
## cell usage in the layout (no fill, tap or decap)
cell type,count
buf_2,6
buf_6,6
ha_4,5
a21oi_2,2
and2_4,2
inv_6,2
buf_8,2
buf_4,2
inv_2,1
inv_1,1
nor2b_2,1
a211oi_2,1
nor2b_4,1
and2_1,1
nor3_2,1
clkbuf_4,1
dlygate4sd2_1,1
## synthesized netlist by cell type
master	number
nor2b_1	1
nor3_1	1
a21oi_1	2
and2_1	3
nor2b_2	1
ha_1	5
a211oi_2	1
inv_1	4
## final cells by class
type,instances,area [um2]
Fill cell,383,2960
Inverter,4,25.0
Multi-Input combinational cell,14,211
Tap cell,46,57.6
Timing Repair Buffer,18,159
## tightest hold or removal path, cell delays in order
cell	delay (ns)
buf_2	0.12
a21oi_2	0.06
buf_2	0.10
## cells by family after synthesis
family                     share of synthesized area [%]
and+or+nand+nor                                     27.9
buffers and inverters                               10.8
AOI/OAI and AO/OA                                   16.2
adders and majority gates                           45.0
## path summary, 6_finish.rpt
path / cells after the start / end / slack (ns)
worst max-delay path: 6 / alu_src / -0.07
worst min-delay path: 3 / reg_write / 0.69
## what timing repair did
action	4_1_cts	5_1_grt
resized	61	10
setup endpoints to repair	7	7
pin swaps	5	4
setup buffers	4	0
No activity file was given, so power comes from the tool's default toggle rates.
