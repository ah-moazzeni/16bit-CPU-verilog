==> flow/run.sh <==
#!/bin/bash
# OpenROAD 26Q1-2900-gdf79404cd8, Yosys 0.63+post, stock flow scripts
make -C /OpenROAD-flow-scripts/flow DESIGN_CONFIG=/design/flow/config.mk WORK_HOME=/design/flow/orfs finish
==> flow/config.mk <==
export PLATFORM = sky130hd
export DESIGN_NAME = PC
export DESIGN_NICKNAME = PC
export VERILOG_FILES = /design/flow/design.v
export SDC_FILE = /design/flow/constraint.sdc
export NUM_CORES = 4
export LEC_CHECK = 1
export CORE_AREA = 10 10 70 70
export DIE_AREA = 0 0 80 80
==> flow/constraint.sdc <==
current_design PC

set clk_period 1.0
set clk_io_pct 0.2

create_clock -name clk0 -period $clk_period [get_ports {clk}]

set non_clock_inputs [all_inputs -no_clocks]
set_input_delay [expr $clk_period * $clk_io_pct] -clock clk0 $non_clock_inputs
set_output_delay [expr $clk_period * $clk_io_pct] -clock clk0 [all_outputs]
==> flow/design.v <==
`timescale 1ns / 1ps
module PC( input clk , input  [15:0] pc ,output  [15:0] p , input j
    );
initial begin  
Pc = 16'd0;
      end  
reg [15:0] Pc;
always @ (posedge clk ) begin
	Pc <= pc;  
end
assign p = Pc;
endmodule
==> results.ini <==
[outcome]
outcome=finished clean

[detailed_routing]
insertedDiodeCount=0
routed_wl_um=1070
firstDrtPassIters=2
ant_nets=0
via_count=241
avgRoutedWirePerCell_um=10.9
remaining_drc_errors=0
route.detailed.vias_per_inst=2.46
detail_route.iter0.violations=2

[sta]
setup-violations-final=0
max_freq_mhz=1110
grt_setup_unrepaired=no
relSlewSlack=0.933
fin_tns_setup_ps=0
period_used_share=0.903
final-max-slew-violation-count=0
hold-worst-slack_ps=343
timing_hold_violations_final=0
finalCriticalPeriod_ps=903
transition_at_the_pin_with_the_smallest_max_transition_slack_ps=99.8

[critical_path]
worstPathMaxFanout=1
slowest_stage=dfxtp_1
cp.buffers_inverters=1
arrival_ps=700
crit_path_cell_trace=buf_2
worstSetupPathType=flop to output port
timing.critical_path.max_delay_family=flip-flops
max_stage_delay_ps=310
crit_required_ps=800
setup.worst_path.start_class=flop
cp-end-kind=output port

[floorplan]
rows=21
count_of_pins_on_the_block_boundary=34
design.core.area_um2=3420
chipWidth_um=80
initCoreUtil=0.0938
die_height_um=80
chip_area_um2=6400

[grt]
antenna_violations_before_repair=0
grt_overflow=0
grt_start_max_net_pins=10
wire_length_of_the_first_global_routing_pass_um=1610
grt_use_total=0.0324
grt_pass1_vias=255

[finish]
largest_register_ffs=16
num-fill-cells=392
max_flop_register=Pc
logic_area_um2=0
reg.largest.list=Pc: 16 flops
drive_gt1_frac=0.442
seqCellArea_um2=324
area.growth.synth_to_final_pct=105
share_of_the_core_filled_with_cells=0.193
layout.comb_gates.multi_input=0

[logic_synthesis]
ys.flops=16
synth.top_cells.by_area=dfxtp_1
yosys_cells=16
netlist.area_leader.share=1.00
post-synth-top-count-cell=dfxtp_1
postSynthSeqShare=1.00
asyncSetResetFlopFracSynth=0
count_of_flip_flops_with_a_built_in_enable_after_synthesis=0
postSynth.topFlopCell=dfxtp_1
synthesis.area_um2=320
synth.avg_cell_area_um2=20.0
syn-instance-count=16
yosys-stat-area_um2=320
yosys.cell_types.count=1
common_cells=dfxtp_1
netlist.top_cell.by_area=dfxtp_1
ys.warnings.count=1

[power]
power_leakage_nw=0.284
ir_worst_vdd_mv=0.324
power_frac_seq=0.567
internal_power_uw=968
power.net_switching_uw=231
power.clock.fraction=0.361
power-per-cell-area_nw_per_um2=1820
netSwitchingFraction=0.193
p_comb_frac=0.073

[min_path]
min-delay-path-class=primary input to flop

[placement]
finalWeightedCongestion=0.679
portBuffers=32

[clock_tree]
clk_pin_slew_ps=100
clock_tree_from_tritoncts=built
cts_setup_buffers=0
cts_sinks=16
cts-buffers-inserted=3
cts.hold.buffers_added=0
max-clock-path-buffers=2
clockRootBuffer=clkbuf_4
h-tree-depth=1

[flow_run]
drv.max_cap_violation_count=0
stage_log_warnings=26

## path summary, 6_finish.rpt
| check | startpoint | to | slack [ps] | cells past startpoint |
|---|---|---|---|---|
| setup / recovery | Pc[0] | p[0] | 100 | 1 |
| hold / removal | pc[7] | Pc[7] | 340 | 1 |
## layout make-up
cell class	instances	area share
Tap cell	46	0.0875
Sequential cell	16	0.492
Timing Repair Buffer	32	0.365
Clock buffer	4	0.0551
## placed cells by master (no fill, tap or decap)
cell type        synthesis  routed
clkdlybuf4s50_1          0      16
dfxtp_1                 16      13
clkbuf_2                 0      10
buf_2                    0       6
dfxtp_2                  0       3
clkbuf_4                 0       3
clkbuf_8                 0       1
## cells by family (layout without fill, tap and decap cells)
kind of cell           after synthesis  in the layout  synth area share
DFF                                 16             16              1.00
buffers and inverters                0             36                 0
## repair_timing
item / in CTS / in global routing
pin swaps: 0 / 0
endpoints found under the setup margin: 16 / 10
resized: 40 / 12
## power by group through the flow
| stage | logic (mW) | clock network, mW | registers, mW |
|---|---|---|---|
| 4_1_cts | 0.102 | 0.464 | 0.679 |
| 5_1_grt | 0.0954 | 0.496 | 0.683 |
| 6_report | 0.0873 | 0.432 | 0.679 |
## routing by layer
layer | global-route usage | part of all wire
met2 | 0.0506 | 0.54
met1 | 0.0401 | 0.39
met4 | 0.00704 | 0
met3 | 0.0148 | 0.069
met5 | 0 | 0
## metrics by stage
| step | instances | power, mW | cell area, um2 | setup slack (ps) |
|---|---|---|---|---|
| global placement | 94 | 0.816 | 698 | 22.7 |
| CTS | 98 | 1.25 | 706 | 0.811 |
| detailed placement | 94 | 0.817 | 698 | 21.8 |
| global route | 98 | 1.27 | 658 | 43.7 |
| finish | 98 | 1.20 | 658 | 97.3 |
| floorplan | 16 | 0.685 | 320 | 538 |
Power and IR drop assume default switching activity.
